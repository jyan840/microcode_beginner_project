==> flow/design.v <==
module top
(
  a_i,
  b_i,
  s_o,
  c_o
);
  input [15:0] a_i;
  input [15:0] b_i;
  output [15:0] s_o;
  output c_o;
  bsg_adder_ripple_carry
  wrapper
  (
    .a_i(a_i),
    .b_i(b_i),
    .s_o(s_o),
    .c_o(c_o)
  );
endmodule
module bsg_adder_ripple_carry
(
  a_i,
  b_i,
  s_o,
  c_o
);
  input [15:0] a_i;
  input [15:0] b_i;
  output [15:0] s_o;
  output c_o;
  wire [15:0] s_o;
  wire c_o;
  assign { c_o, s_o } = a_i + b_i;
endmodule
==> flow/run.sh <==
#!/bin/bash
# OpenROAD 26Q1-2900-gdf79404cd8, Yosys 0.63+post, stock flow scripts
make -C /OpenROAD-flow-scripts/flow DESIGN_CONFIG=/design/flow/config.mk WORK_HOME=/design/flow/orfs finish
==> flow/config.mk <==
export PLATFORM = sky130hd
export DESIGN_NAME = top
export DESIGN_NICKNAME = top
export VERILOG_FILES = /design/flow/design.v
export SDC_FILE = /design/flow/constraint.sdc
export NUM_CORES = 4
export LEC_CHECK = 1
export CORE_AREA = 10 10 70 70
export DIE_AREA = 0 0 80 80
==> flow/constraint.sdc <==
current_design top

set clk_period 10.5
set clk_io_pct 0.2

create_clock -name clk0 -period $clk_period

set non_clock_inputs [all_inputs -no_clocks]
set_input_delay [expr $clk_period * $clk_io_pct] -clock clk0 $non_clock_inputs
set_output_delay [expr $clk_period * $clk_io_pct] -clock clk0 [all_outputs]
==> changes_impl.md <==
### Implementation results

- Status: finished clean
- Top cells by count, synth: 16 x ha_1, 9 x a21o_1, 6 x a21oi_1, 6 x buf_2, 6 x xnor2_1
- Largest net degree at the start of global routing: 12
- Vias in the first global route: roughly 920
- Drt total wl: 2.71 mm
- Synth area leaders: ha_1 23%, a21o_1 7.9%, xnor2_1 6.1%, xor2_1 4.1%, a21oi_1 3.5%
- Crit Path Max Fanout: 3
- Yosys synthesis chip area: 856 um2
- Comb. cell area: 796 um2
- Synth top cell by count: ha_1
- Netlist Area Pre-Place: 856 um2
- PwrDens: 63.9 mW/mm2
- WL/cell: about 14 um
- Iter 0 DRT Violations: 64
- Post-CTS setup buffer count: 0
- Max-Slew Margin vs Limit: 66.1%
- GRT Overall Usage: roughly 8%
- Final tally of setup violations: 0
- CLK BUF: 0
- OpenROAD warning count: 32
- Top cell area share: 23.4%
- Register area: 0 um2
- Critical Path AT: between 4 and 5 ns
- DRC violations left: 0
- Max-Cap Viols: 0
- Final HPWL DP: 2.33 mm
- Final core utilization: 39.8%
- Yosys warning total: 0
- Share of layout cells above drive strength 1: 3.97%
- Leak Pwr: slightly below 0.6 nW
- RePlAce Congestion: 0.854
- CTS Hold Bufs: 0
- Die height: around 80 um
- Crit path DRT: 8.40 ns
- DRT Pass-1 Iters: 4
- Synthesis-to-layout area growth: 58.8%
- Mean post-synth cell area: roughly 8 um2
- Top cell type by total area after synthesis: ha_1
- Least-Margin Pin Slew: 0.506 ns
- Syn Inst Count: 110
- Yosys cell types: 39
- Chip area: 0.00640 mm2
- Antenna viol nets, final: 0
- Total negative slack: 0 ns
- Fillers: 363
- Die Width: 80 um
- VDD IR-drop max: 0.0000187 V
- # rows: 21
- Post-CTS Resized: 0
- Initial antenna violation count: 0
- Register area share after synthesis: 0%
- Floorplan Utilization: 25.1%
- Slew Viols, Final: 0
- Flip-flops: 0
- Worst Setup Start Kind: input pin
- Unrepaired setup endpoints after global routing: no
- CP endpoint kind: primary output
- Fmax: about 150 MHz
- # IOs: 49
- Fin crit share: 65.2%
- Core ar.: 0.00342 mm2
- Global-route wire length before repair: 4.39 mm
- Hold crit path type: in -> out
- DR vias: 1017
- IO Port Bufs: 49
- Crit Path Class: in -> out
- Min Tclk post-route: 6.84 ns
- Final Hold Vio Count: 0
- Global route overflow: 0
- N_diodes: 0
- Via density: 5.16
- Yosys cell count: 110
## logic make-up (layout without fill, tap and decap cells)
| group | count (synthesis) | after routing | synth area share [%] |
|---|---|---|---|
| AND-OR/OR-AND | 44 | 44 | 39.9 |
| AND/OR/NAND/NOR | 27 | 27 | 17.1 |
| adder cells (fa/ha/maj) | 17 | 17 | 25.7 |
| buffers and inverters | 12 | 53 | 7.02 |
| XOR/XNOR | 10 | 10 | 10.2 |
## area by class of cell
class              instances  area share [%]
inverters                  4            1.10
repair buffers            49            36.1
well taps                 46            4.24
multi-input cells         98            58.6
## layer usage
layer	vias to the layer above	track usage [%]	wire, um
met5	-	0	0
met4	0	0	2
met3	2	1.02	171
met2	36	13.6	1240
met1	462	10.9	1300
li1	517	-	-
## worst paths after layout
path | cells past startpoint | startpoint | slack, ns | endpoint
worst max-delay path | 8 | a_i[0] | 3.66 | s_o[14]
worst min-delay path | 3 | b_i[0] | 5.23 | s_o[0]
## critical path, cell delays in order
cell	delay [ns]
clkdlybuf4s50_1	0.40
ha_1	0.24
fa_1	0.41
a21o_1	0.22
a221oi_2	0.40
o21ai_2	0.15
o311ai_1	0.31
clkdlybuf4s50_1	0.52
## metrics by stage
step	std cells	area [um2]	hold WS, ns	power [W]	setup WS (ns)
2_1_floorplan	110	856	4.27	0.0000423	4.75
3_3_place_gp	197	1360	5.24	0.0000873	3.69
3_5_place_dp	197	1360	5.24	0.0000875	3.63
4_1_cts	197	1360	5.25	0.0000881	3.63
5_1_grt	197	1360	5.26	0.0000963	3.46
6_report	197	1360	5.23	0.0000868	3.66
## report_power, final
group	internal, W	switching [W]	leakage [nW]
clock network	0	0	0
logic	0.0000533	0.0000336	0.584
registers	0	0	0
total	0.0000533	0.0000336	0.584
## placed cells by master (no fill, tap or decap), types with 2 or more instances in the layout
cell type / count
a221oi_2: 2
nand3_1: 3
a21oi_1: 6
inv_1: 4
a211oi_1: 4
xnor2_1: 6
a21oi_2: 2
nor2b_1: 2
nand4_1: 2
nor3_1: 3
nor2_1: 3
and3_1: 4
nor4_1: 3
ha_1: 16
xor2_1: 4
o211ai_1: 3
a41oi_1: 2
o21ai_0: 4
nand2_1: 4
clkdlybuf4s50_1: 49
a21o_1: 9
Power figures rest on the tool's default switching activity, not on a simulated workload.
