==> design.v <==
module acc_multi(
__ILA_acc_multi_grant__,
clk,
rst,
__ILA_acc_multi_acc_decode__,
__ILA_acc_multi_decode_of_ADD__,
__ILA_acc_multi_decode_of_BRZ__,
__ILA_acc_multi_decode_of_LOAD__,
__ILA_acc_multi_decode_of_STORE__,
__ILA_acc_multi_decode_of_STRCPY__,
__ILA_acc_multi_decode_of_STRNCPY__,
__ILA_acc_multi_valid__,
memory_data_n1,
memory_data_n19,
memory_data_n22,
memory_addr_n0,
memory_addr_n18,
memory_addr_n21,
memory_addr0,
memory_data0,
memory_wen0,
acc,
pc
);
input      [5:0] __ILA_acc_multi_grant__;
input            clk;
input            rst;
input     [15:0] memory_data_n1;
input     [15:0] memory_data_n19;
input     [15:0] memory_data_n22;
output      [5:0] __ILA_acc_multi_acc_decode__;
output            __ILA_acc_multi_decode_of_ADD__;
output            __ILA_acc_multi_decode_of_BRZ__;
output            __ILA_acc_multi_decode_of_LOAD__;
output            __ILA_acc_multi_decode_of_STORE__;
output            __ILA_acc_multi_decode_of_STRCPY__;
output            __ILA_acc_multi_decode_of_STRNCPY__;
output            __ILA_acc_multi_valid__;
output     [15:0] memory_addr_n0;
output     [15:0] memory_addr_n18;
output     [15:0] memory_addr_n21;
output     [15:0] memory_addr0;
output     [15:0] memory_data0;
output            memory_wen0;
output reg     [15:0] acc;
output reg     [15:0] pc;
wire      [5:0] __ILA_acc_multi_acc_decode__;
wire            __ILA_acc_multi_decode_of_ADD__;
wire            __ILA_acc_multi_decode_of_BRZ__;
wire            __ILA_acc_multi_decode_of_LOAD__;
wire            __ILA_acc_multi_decode_of_STORE__;
wire            __ILA_acc_multi_decode_of_STRCPY__;
wire            __ILA_acc_multi_decode_of_STRNCPY__;
wire      [5:0] __ILA_acc_multi_grant__;
wire            __ILA_acc_multi_valid__;
wire     [15:0] bv_16_0_n29;
wire     [15:0] bv_16_1_n25;
wire      [2:0] bv_3_0_n4;
wire      [2:0] bv_3_1_n6;
wire      [2:0] bv_3_2_n8;
wire      [2:0] bv_3_3_n10;
wire      [2:0] bv_3_4_n12;
wire      [2:0] bv_3_5_n14;
wire            clk;
wire     [15:0] memory_addr0;
wire     [15:0] memory_addr_n0;
wire     [15:0] memory_addr_n18;
wire     [15:0] memory_addr_n21;
wire     [15:0] memory_data0;
wire     [15:0] memory_data_n1;
wire     [15:0] memory_data_n19;
wire     [15:0] memory_data_n22;
wire            memory_wen0;
wire            n11;
wire            n13;
wire            n15;
wire      [7:0] n16;
wire     [15:0] n17;
wire     [15:0] n2;
wire     [15:0] n20;
wire     [15:0] n23;
wire     [15:0] n24;
wire     [15:0] n26;
wire     [15:0] n27;
wire     [15:0] n28;
wire      [2:0] n3;
wire            n30;
wire     [15:0] n31;
wire     [15:0] n32;
wire            n33;
wire            n34;
wire            n35;
wire            n5;
wire            n7;
wire            n9;
wire            rst;
assign __ILA_acc_multi_valid__ = 1'b1 ;
assign memory_addr_n0 = pc ;
assign n2 = memory_data_n1 ;
assign n3 = n2[2:0] ;
assign bv_3_0_n4 = 3'h0 ;
assign n5 =  ( n3 ) == ( bv_3_0_n4 )  ;
assign __ILA_acc_multi_decode_of_LOAD__ = n5 ;
assign __ILA_acc_multi_acc_decode__[0] = __ILA_acc_multi_decode_of_LOAD__ ;
assign bv_3_1_n6 = 3'h1 ;
assign n7 =  ( n3 ) == ( bv_3_1_n6 )  ;
assign __ILA_acc_multi_decode_of_ADD__ = n7 ;
assign __ILA_acc_multi_acc_decode__[1] = __ILA_acc_multi_decode_of_ADD__ ;
assign bv_3_2_n8 = 3'h2 ;
assign n9 =  ( n3 ) == ( bv_3_2_n8 )  ;
assign __ILA_acc_multi_decode_of_STORE__ = n9 ;
assign __ILA_acc_multi_acc_decode__[2] = __ILA_acc_multi_decode_of_STORE__ ;
assign bv_3_3_n10 = 3'h3 ;
assign n11 =  ( n3 ) == ( bv_3_3_n10 )  ;
assign __ILA_acc_multi_decode_of_BRZ__ = n11 ;
assign __ILA_acc_multi_acc_decode__[3] = __ILA_acc_multi_decode_of_BRZ__ ;
assign bv_3_4_n12 = 3'h4 ;
assign n13 =  ( n3 ) == ( bv_3_4_n12 )  ;
assign __ILA_acc_multi_decode_of_STRCPY__ = n13 ;
assign __ILA_acc_multi_acc_decode__[4] = __ILA_acc_multi_decode_of_STRCPY__ ;
assign bv_3_5_n14 = 3'h5 ;
assign n15 =  ( n3 ) == ( bv_3_5_n14 )  ;
assign __ILA_acc_multi_decode_of_STRNCPY__ = n15 ;
assign __ILA_acc_multi_acc_decode__[5] = __ILA_acc_multi_decode_of_STRNCPY__ ;
assign n16 = n2[15:8] ;
assign n17 =  {8'd0 , n16}  ;
assign memory_addr_n18 = n17 ;
assign n20 = memory_data_n19 ;
assign memory_addr_n21 = n17 ;
assign n23 = memory_data_n22 ;
assign n24 =  ( acc ) + ( n23 )  ;
assign bv_16_1_n25 = 16'h1 ;
assign n26 =  ( pc ) + ( bv_16_1_n25 )  ;
assign n27 =  ( pc ) + ( bv_16_1_n25 )  ;
assign n28 =  ( pc ) + ( bv_16_1_n25 )  ;
assign bv_16_0_n29 = 16'h0 ;
assign n30 =  ( acc ) == ( bv_16_0_n29 )  ;
assign n31 =  ( pc ) + ( bv_16_1_n25 )  ;
assign n32 =  ( n30 ) ? ( n17 ) : ( n31 ) ;
assign n33 = ~ ( n9 )  ;
assign n34 =  ( 1'b1 ) & (n33 )  ;
assign n35 =  ( 1'b1 ) & (n9 )  ;
assign memory_addr0 = n35 ? (n17) : (0) ;
assign memory_data0 = n35 ? (acc) : ('d0) ;
assign memory_wen0 = (n35) ? ( 1'b1 ) : (1'b0) ;
always @(posedge clk) begin
   if(rst) begin
   end
   else if(__ILA_acc_multi_valid__) begin
       if ( __ILA_acc_multi_decode_of_LOAD__ && __ILA_acc_multi_grant__[0] ) begin
           acc <= n20;
       end else if ( __ILA_acc_multi_decode_of_ADD__ && __ILA_acc_multi_grant__[1] ) begin
           acc <= n24;
       end
       if ( __ILA_acc_multi_decode_of_LOAD__ && __ILA_acc_multi_grant__[0] ) begin
           pc <= n26;
       end else if ( __ILA_acc_multi_decode_of_ADD__ && __ILA_acc_multi_grant__[1] ) begin
           pc <= n27;
       end else if ( __ILA_acc_multi_decode_of_STORE__ && __ILA_acc_multi_grant__[2] ) begin
           pc <= n28;
       end else if ( __ILA_acc_multi_decode_of_BRZ__ && __ILA_acc_multi_grant__[3] ) begin
           pc <= n32;
       end
   end
end
endmodule
==> run.sh <==
#!/bin/bash
# OpenROAD 26Q1-2900-gdf79404cd8, Yosys 0.63+post, stock flow scripts
make -C /OpenROAD-flow-scripts/flow DESIGN_CONFIG=/design/flow/config.mk WORK_HOME=/design/flow/orfs finish
==> config.mk <==
export PLATFORM = sky130hd
export DESIGN_NAME = acc_multi
export DESIGN_NICKNAME = acc_multi
export VERILOG_FILES = /design/flow/design.v
export SDC_FILE = /design/flow/constraint.sdc
export NUM_CORES = 4
export LEC_CHECK = 1
export CORE_UTILIZATION = 40
==> constraint.sdc <==
current_design acc_multi

set clk_period 5.3
set clk_io_pct 0.2

create_clock -name clk0 -period $clk_period [get_ports {clk}]

set non_clock_inputs [all_inputs -no_clocks]
set_input_delay [expr $clk_period * $clk_io_pct] -clock clk0 $non_clock_inputs
set_output_delay [expr $clk_period * $clk_io_pct] -clock clk0 [all_outputs]
==> job_summary.md <==
### Metrics collected by this job

| Metric | Value |
|---|---|
| Cells after Synth | `362` |
| Worst setup margin | `around 1.0 ns` |
| WP data required | `~4.2 ns` |
| Die height | `about 90 µm` |
| CP most frequent cell | `clkdlybuf4s50_1` |
| CP Buf/Inv Count | `3` |
| I/O pin total | `roughly 180` |
| Die area | `8070 µm²` |
| Endpoints failing setup | `0` |
| Hold_buf cts | `0` |
| Init Core Util | `approximately two fifths` |
| MaxCap Viol Count | `0` |
| Max Freq | `roughly 240 MHz` |
| EDFF count, synth | `32` |
| Number of buffers added on ports | `149` |
| Worst min path class | `reg -> reg` |
| Initial antenna violation count | `0` |
| Crit start category | `input pin` |
| Actual slew at the worst max-slew pin | `~0.56 ns` |
| Largest stage delay, worst path | `just under 0.7 ns` |
| Worst Clk Skew | `between 0.006 and 0.007 ns` |
| Synth Area per Inst | `8.53 µm²` |
| Pre-antenna DRT Iters | `4` |
| Reg clk slew, reported paths | `0.07 ns` |
| Post-synth top area share | `31.1%` |
| Gr ovfl total | `0` |
| Most frequent cells in the layout | `clkdlybuf4s50_1 (149), nand2_1 (40), edfxtp_1 (32), and2_1 (26)` |
| Critical-path top delay cell | `clkdlybuf4s50_1` |
| Pint | `541 µW` |
| Final ANT Viol Nets | `0` |
| Cycle use final | `between 80% and 90%` |
| Dominant flop cell | `edfxtp_1` |
| Leading post-synthesis cells by cell area | `edfxtp_1 (31%), buf_4 (16%), ha_1 (6.5%)` |
| Ys cells | `362` |
| Design area | `4400 µm²` |
| Via-per-instance ratio | `between 4 and 5` |
| OpenROAD warnings | `33` |
| Commonest non-fill, non-tap cell in the layout | `clkdlybuf4s50_1` |
| Core box area | `about 7400 µm²` |
| Relative slew margins | `62.6%` |
| Layout area overhead | `42.5%` |
| CP cell instances | `clkdlybuf4s50_1 -> nor3b_2 -> buf_4 -> and2_1 -> clkdlybuf4s50_1` |
| Critical path's top delay family | `buffers and inverters` |
| Sw Pwr | `175 µW` |
| Synth cell types | `44` |
| Post-CTS resize count | `0` |
| Placer Congestion | `0.883` |
| Final Max Tran Viols | `0` |
| Adder-cell share of the synthesized area | `under 10%` |
| CTS tree | `built` |
| Drt drc | `0` |
| Clock share of power | `about a third` |
| Main logic family after synthesis | `simple AND/OR/NAND/NOR gates` |
| Largest net degree at the start of global routing | `26` |
| Initial DRC count | `77` |
| CP Capture Type | `output port` |
| First-pass GRT wire length | `approximately 13,000 µm` |
| Peak VDD IR | `0.139 mV` |
| ANT cells | `0` |
| XOR/XNOR Fraction of Synth Area | `6.24%` |
| Wirelength per Cell | `approximately 14 µm` |
| Longest Clk Path Bufs | `2` |
| CTS Sinks | `32` |
| Insertion Delay late pin | `roughly 0.28 ns` |
| Synth Cell Area | `3090 µm²` |
| Chip Area, Yosys | `3090 µm²` |
| Hold Fails Final Rpt | `0` |
| Gate power share | `approximately a quarter` |
| Area after DPL | `about 4300 µm²` |
| Period minus WS final | `4.25 ns` |
| Synth warn | `1` |
| DRT Wirelength | `~7700 µm` |
| CTS Root Cell | `clkbuf_8` |
| Vias in the first global route | `approximately 2,500` |
| Post-synthesis simple-gate area fraction | `approximately 23%` |
| Hpwl dp | `just over 6000 µm` |
| Total of fill cells in the finished design | `between 600 and 700` |
| Mux share | `2.35%` |
| RSZ-0062 raised after global routing | `no` |
| Cell Rows | `31` |
| Register share after synthesis | `a little under a third` |
| Synth flops | `32` |
| Pwr dens | `163 nW/µm²` |
| Num CTS Buffers | `5` |
| Arrival time worst endpoint | `3.19 ns` |
| Die X-Extent | `89.9 µm` |
| H-Tree Depth | `2` |
| Total track usage | `approximately a fifth` |
| Post-Synth AOI/OAI Area | `~12%` |
| Switching Share | `about a quarter` |
| Share of power burned in registers | `a little over two fifths` |
| Status | `completed` |
| Post-place setup slack | `about 1 ns` |
| Via count | `2,775` |
| Setup TNS | `0 ns` |
| Post-synth ARST share | `0%` |
| Share of cells above drive strength 1 | `under 10%` |
| # Post-CTS Setup Buffers | `0` |
| Crit-path max FO | `17` |
| Worst setup path class | `in -> out` |
| Synth area leader | `edfxtp_1` |
| Static Leak | `approximately 1.7 nW` |
-- cell type report --
type | count | area, µm² | area share [%]
clock buffers | 5 | 68.8 | 1.56
clock inverters | 3 | 37.5 | 0.853
inverters | 2 | 7.51 | 0.171
multi-input cells | 272 | 1670 | 38.0
flip-flops and latches | 32 | 961 | 21.8
well taps | 99 | 124 | 2.81
repair buffers | 154 | 1530 | 34.7
-- cells in the mapped netlist, drive strengths merged (8+ instances only) --
cell / count
edfxtp: 32
nand3: 10
xnor2: 8
and2: 26
o21ai: 21
xor2: 14
nor2: 25
nand2: 40
buf: 69
ha: 16
a21oi: 22
clkbuf: 10
-- worst reg2reg max path: cells and delay by family, from the launching register on --
| kind | cells | cell delay [ns] |
|---|---|---|
| flip-flops | 1 | 0.49 |
| AND-OR/OR-AND | 3 | 0.60 |
| AND/OR/NAND/NOR | 2 | 0.67 |
| adder cells (fa/ha/maj) | 1 | 0.46 |
-- power by group through the flow --
stage | Combinational (mW) | Clock [mW] | Sequential [mW]
final | 0.185 | 0.231 | 0.300
after CTS | 0.187 | 0.236 | 0.300
after global routing | 0.207 | 0.249 | 0.302
-- worst paths after layout --
check / from / endpoint / slack [ns] / cells after the start
worst min-delay path: pc[15]$_DFFE_PP_ / pc[15]$_DFFE_PP_ / 0.65 / 2
worst min register to register: pc[15]$_DFFE_PP_ / pc[15]$_DFFE_PP_ / 0.65 / 2
worst max-delay path: memory_data_n1[1] / memory_addr0[5] / 1.05 / 5
worst max register to register: acc[5]$_DFFE_PP_ / acc[13]$_DFFE_PP_ / 2.83 / 6
-- routing by layer --
layer | wire [µm] | global-route usage (%)
met4 | 57 | 1.21
met3 | 568 | 4.73
met5 | 0 | 0
met1 | 3340 | 29.1
met2 | 3780 | 33.3
-- stage by stage --
stage / total power, mW / instances / utilization [%] / hold WS, ns
finish: 0.717 / 567 / 59.7 / 0.653
global route: 0.758 / 567 / 59.7 / 0.705
CTS: 0.723 / 567 / 59.7 / 0.661
detailed placement: 0.492 / 559 / 58.3 / 0.644
global placement: 0.491 / 559 / 58.3 / 0.625
floorplan: 0.414 / 385 / - / 0.580
-- state kept, by name, indices dropped and copies added, names as in the netlist --
name and flops:
acc 16, pc 16
-- cells by family (layout without fill, tap and decap cells) --
group / Yosys count / count (layout)
DFF: 32 / 32
other: 2 / 25
AOI/OAI and AO/OA: 63 / 63
buffers and inverters: 81 / 164
adders and majority gates: 17 / 17
xor gates and xnor gates: 22 / 22
and+or+nand+nor: 138 / 138
muxes: 7 / 7
Power is estimated from default activity; no workload was simulated.
