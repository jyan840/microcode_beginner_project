[flow/design.v]
module nerv_regs (
	input clk, next_wr,
	input [4:0] wr_rd,
	input [4:0] raddr1,
	input [4:0] raddr2,
	input [31:0] next_rd,
	output [31:0] rdata1,
	output [31:0] rdata2
);
	reg [31:0] regs [0:31];
	always @(posedge clk)
		if (next_wr) regs[wr_rd] <= next_rd;
	assign rdata1 = regs[raddr1];
	assign rdata2 = regs[raddr2];
endmodule 
[flow/run.sh]
#!/bin/bash
# OpenROAD 26Q1-2900-gdf79404cd8, Yosys 0.63+post, stock flow scripts
make -C /OpenROAD-flow-scripts/flow DESIGN_CONFIG=/design/flow/config.mk WORK_HOME=/design/flow/orfs finish
[flow/config.mk]
export PLATFORM = sky130hd
export DESIGN_NAME = nerv_regs
export DESIGN_NICKNAME = nerv_regs
export VERILOG_FILES = /design/flow/design.v
export SDC_FILE = /design/flow/constraint.sdc
export NUM_CORES = 4
export LEC_CHECK = 1
export CORE_UTILIZATION = 40
[flow/constraint.sdc]
current_design nerv_regs

set clk_period 8.5
set clk_io_pct 0.2

create_clock -name clk0 -period $clk_period [get_ports {clk}]

set non_clock_inputs [all_inputs -no_clocks]
set_input_delay [expr $clk_period * $clk_io_pct] -clock clk0 $non_clock_inputs
set_output_delay [expr $clk_period * $clk_io_pct] -clock clk0 [all_outputs]
==> reports/metrics.yaml <==
place:
  numPortBuffers: 112
  post-place-ws_ns: 2.02
  placed_cell_area_um2: 51900
  dp_hpwl_um: 83200
  gp_congestion: 0.885
worst_setup_path:
  crit_type: "input port to output pin"
  worstPathCellList: "clkdlybuf4s50_1 -> nor2b_4 -> buf_12 -> a22o_1 -> nor3_1 -> a31oi_1 -> nand3_1 -> clkdlybuf4s50_1"
  slowest_delay_ns: 0.65
  cp_max_fo: 85
  cp.required_ns: 6.80
  cp.arrival_ns: 4.82
  crit_top_cell: "clkdlybuf4s50_1"
  crit_slowest_cell: "clkdlybuf4s50_1"
  crit_path_end_kind: "output pin"
  worst_setup_path_start_kind: "input port"
flow_run:
  tool_warnings: 26
  drv_cap: 0
synthesis:
  synth_top_area_share: 0.630
  syn_inst: 3386
  ys_area_um2: 48800
  ys_warn_count: 1
  synth.avg_cell_area_um2: 14.4
  yosys_cells: 3386
  ys_seq_share: 0.630
  synthTopCellsByArea: "edfxtp_1 (63%), mux2i_1 (21%), a22oi_1 (3.0%), a22o_1 (2.3%), nand3_1 (2.0%)"
  synth_flops: 1024
  synth_area_um2: 48800
  synth_cell_types: 23
  yosysTopAreaCell: "edfxtp_1"
grt:
  use_met2: 0.407
  grt_pass1_wl_um: 217000
  grt-ovfl-total: 0
  grt_usage: 0.265
  grt_use_met1: 0.325
  top_usage_layer: "met2"
  met3_usage: 0.157
  first_global_vias: 31647
  grt_max_degree: 93
  antenna_found_initial: 4
final_timing:
  rsz0062_at_grt: "false"
  hold_ws_ns: 1.85
  finalSetupViolCount: 0
  hold_violations: 0
  fin_crit_sh: 0.768
  slew_headroom: 0.370
  setup_ws_ns: 1.98
  period_minus_slack_ns: 6.52
  worst_slew_pin_slew_ns: 0.943
  setup_tns_ns: 0
  slew_viol_final: 0
  fmax_ghz: 0.153
min_path:
  hold_class: "input port to flop"
  hold-path-endpoint: "regs[9][23]"
  whs_path_depth: 2
  holdCritStartpoint: "next_rd[23]"
route:
  num_vias: 30875
  wl_per_cell_um: 29.5
  antenna-diode-count: 0
  vias_per_cell: 5.95
  dr.first_iter.drc_count: 2037
  firstDrtPassIters: 7
  totalWireLength_um: 153000
  drc: 0
  ant_nets: 0
floorplan:
  die_h_um: 351
  die_w_um: 351
  die_area_um2: 123000
  initCoreUtil: 0.405
  coreArea_um2: 120000
  io_pins: 113
  rows: 127
clock_network:
  post-cts-setup-buffers: 0
  clk_root_buffer_cell: "clkbuf_16"
  numCtsBuffers: 107
  cts_tree: "yes"
  clk_pin_slew_ns: 0.06
  clockBufferDepth: 3
  hold_buffers: 0
  htreeDepth: 3
  clock_sinks: 1024
  ctsResizeCount: 0
cells_and_area:
  comb_area_um2: 16800
  largestRegisters: "regs x1024"
  fillers: 10415
  final_cell_mix: "mux2i_1 (1024), edfxtp_1 (1024), nand3_1 (194), nand2_1 (193)"
  finalInstanceArea_um2: 55500
  top_register: "regs"
  area_growth_pct: 13.8
  seqCellArea_um2: 30700
  largest_reg_flops: 1024
  layout-drive-gt1-share: 0.0954
status:
  outcome: "complete, no violations"
pwr:
  leakage_nw: 20.3
  ir_drop_uv: 164
  p_per_area_nw_per_um2: 208
  total_power_mw: 11.5
[layer usage]
| layer | wire, µm | part of all wire |
|---|---|---|
| met4 | 5440 | 0.036 |
| met5 | 53 | 0.00035 |
| met2 | 72600 | 0.48 |
| met3 | 21300 | 0.14 |
| met1 | 53400 | 0.35 |
[how the worst max path moves through the flow]
stage	start	to	slack [ns]	cells after the start
6_report	raddr1[0]	rdata1[15]	1.98	8
5_1_grt	raddr1[0]	rdata1[6]	1.91	8
4_1_cts	raddr1[0]	rdata1[30]	2.04	8
[power by group]
part	internal (mW)	switching (mW)	leakage [nW]
Combinational	0.394	0.645	9.30
Sequential	5.62	0.0236	9.22
Clock	2.91	1.95	1.79
[metrics by stage]
step                instances  utilization
finish                   5185        0.461
floorplan                3386            -
CTS                      5185        0.461
global route             5185        0.461
detailed placement       4987        0.431
global placement         4987        0.431
[area by class of cell]
class | count | share of cell area
repair buffers | 242 | 0.0427
flip-flops and latches | 1024 | 0.554
well taps | 1612 | 0.0363
multi-input cells | 2109 | 0.302
clock buffers | 128 | 0.0512
clock inverters | 70 | 0.0141
[synth_stat cells (all sizes together)]
| library cell | n |
|---|---|
| edfxtp | 1024 |
| mux2i | 1024 |
| nand2 | 195 |
| nand3 | 194 |
| a21oi | 192 |
| a22oi | 192 |
| buf | 163 |
| a22o | 128 |
| clkbuf | 90 |
| a31oi | 64 |
| nor3 | 64 |
| nor2 | 35 |
| nand3b | 5 |
| nand2b | 4 |
| nor2b | 4 |
| or3b | 3 |
| and2 | 2 |
| or2 | 2 |
| or3 | 1 |
[worst max-delay path, delay by kind of cell]
kind,cells,cell delay [ns]
buf+inv,3,1.65
simple gates,3,0.85
compound gates,2,0.50
[kinds of logic after synthesis]
kind of cell	Yosys count	share of synthesized area
mux	1024	0.210
flops	1024	0.630
simple gates	509	0.0471
compound gates	576	0.0804
buf+inv	253	0.0321
Power figures rest on the tool's default switching activity, not on a simulated workload.
